==> /design/flow/design.v <==
module iic_mst_ctrl (
    input [6:0]      app_addr_slv,
    input [7:0]      app_addr_reg,
    input            app_rwn,
    input [4:0]      app_rw_len,
    input            app_start_pulse,
    output reg       mst_trans_done,
    input [7:0]      app_wdata,
    output           mst_wdy,
    output reg [7:0] mst_rdata,
    output reg       mst_rdy,
    output reg       mst_trans_err,
    output reg       IIC_start,
    output reg       IIC_continue_flag,
    input            IIC_ack_check,
    input            IIC_ack_check_valid,
    input            IIC_byte_done,
    input            IIC_trans_done,
    input            IIC_trans_err,
    input [7:0]      IIC_rdata,
    output reg [7:0] IIC_wdata,
    input clk,
    input rstn
);
localparam IDLE      = 3'd0;
localparam ADDR_SLV  = 3'd1;
localparam SLV_CHECK = 3'd2;
localparam ADDR_REG  = 3'd3;
localparam REG_CHECK = 3'd4;
localparam DATA      = 3'd5;
localparam DATA_CHECK= 3'd6;
localparam DONE      = 3'd7;
reg rw_flag;
reg[2:0] state;
reg [2:0] next_state;
reg [4:0] rw_cnt;
reg re_start_flag;
reg rw_done;
reg reg_addr_done;
reg wdy_flag;
reg wdy_flag_dy1;
wire rw_last;
assign rw_last = rw_cnt==5'd0;
assign mst_wdy = wdy_flag&~wdy_flag_dy1;
always @(posedge clk or negedge rstn) begin
    if(~rstn) begin
        state <= IDLE;
    end
    else begin
        state <= next_state;
    end
end
always @(*) begin
    case(state)
    IDLE      :     next_state = app_start_pulse ? ADDR_SLV : IDLE;
    ADDR_SLV  :     next_state = IIC_byte_done ? SLV_CHECK  : ADDR_SLV  ;
    SLV_CHECK : begin
        if(IIC_ack_check_valid) begin
            next_state = IIC_ack_check ? ((~re_start_flag&rw_flag) ?  DATA : ADDR_REG ) 
                                       : DONE; 
        end
        else begin
            next_state = SLV_CHECK;
        end
    end
    ADDR_REG  :     next_state = IIC_byte_done ? REG_CHECK : ADDR_REG; 
    REG_CHECK : begin
        if(IIC_ack_check_valid) begin
            next_state = IIC_ack_check ? (rw_flag ?   ADDR_SLV : DATA)
                                       : DONE;
        end     
        else begin
            next_state = REG_CHECK;
        end
    end 
    DATA      :   next_state = IIC_byte_done ? DATA_CHECK : DATA;
    DATA_CHECK: begin
        if(rw_flag) begin
            next_state = rw_done ? DONE : DATA;
        end
        else begin
            if(IIC_ack_check_valid) begin
                next_state = IIC_ack_check&(~rw_done) ? DATA :DONE;
            end
            else begin
                next_state = DATA_CHECK;
            end
        end
    end
    DONE  :   next_state = IIC_trans_done ? IDLE : DONE;
    default : next_state = IDLE;
    endcase
end
always @(posedge clk ) begin
    case(state)
    IDLE: wdy_flag_dy1 <=1'b0;
    default : wdy_flag_dy1 <= wdy_flag;
    endcase
end
always @(posedge clk ) begin
    case(state)
    IDLE    : mst_trans_err  <= 1'b0;
    default : mst_trans_err  <= IIC_trans_done ? IIC_trans_err : mst_trans_err ;
    endcase
end
always @(posedge clk ) begin
    case(state)
    IDLE    : mst_trans_done  <= 1'b0;
    default : mst_trans_done  <= IIC_trans_done;
    endcase
end
always @(posedge clk) begin
    case(state)
    IDLE: begin
        rw_flag             <= 1'b0;
        IIC_start           <= 1'b0;
        re_start_flag       <= 1'b0;
        reg_addr_done       <= 1'b0;        
    end
    ADDR_SLV: begin
        rw_flag             <= app_rwn;
        IIC_start           <= reg_addr_done ? IIC_start : 1'b1;
        re_start_flag       <= reg_addr_done ? 1'b0 : app_rwn ;                   
        reg_addr_done       <= 1'b0;
    end
    SLV_CHECK: IIC_start    <= 1'b0;
    REG_CHECK: begin
        reg_addr_done       <= 1'b1 ;
        IIC_start           <= re_start_flag ;
    end
    DONE: begin
        rw_flag             <= 1'b0;
        IIC_start           <= 1'b0;
        re_start_flag       <= 1'b0;
        reg_addr_done       <= 1'b0;
    end
    endcase
end
always @(posedge clk) begin
    case(state)
    IDLE: begin
        IIC_continue_flag   <= 1'b0;
        rw_cnt          <= 5'd0;
        rw_done         <= 1'b0;
    end
    ADDR_SLV: begin
        rw_cnt          <= app_rw_len;
        IIC_continue_flag   <= 1'b1;
    end
    DATA: begin
        if(IIC_byte_done) begin
            rw_cnt        <= rw_last ? rw_cnt : rw_cnt - 1'b1;
            IIC_continue_flag <= rw_last ? 1'b0 : 1'b1;
            rw_done       <= rw_last ; 
        end
    end
    DONE : begin
        IIC_continue_flag   <= 1'b0;
        rw_cnt          <= 5'd0;
        rw_done         <= 1'b0;
    end
    endcase
end
always @(posedge clk) begin
    case(state)
    IDLE: begin
        IIC_wdata <= 8'd0;
        mst_rdata <= 8'd0;
        mst_rdy   <= 1'b0;
        wdy_flag  <= 1'b0;
    end
    ADDR_SLV: begin
        IIC_wdata <= reg_addr_done ?  {app_addr_slv,1'b1} : {app_addr_slv,1'b0};
    end
    SLV_CHECK: ;
    ADDR_REG: begin
        IIC_wdata <= {app_addr_reg,1'b0};
    end
    REG_CHECK: begin
        wdy_flag <= IIC_ack_check ? ~rw_flag : 1'b0; 
    end
    DATA: begin
        if(rw_flag) begin
            mst_rdata <= IIC_byte_done ? IIC_rdata : mst_rdata;
            mst_rdy   <= IIC_byte_done;
        end
        else begin
            IIC_wdata <=  wdy_flag ? app_wdata : IIC_wdata;
            wdy_flag  <= 1'b0;
        end
    end
    DATA_CHECK: begin
        wdy_flag <= IIC_ack_check ? ~rw_flag : 1'b0;
    end
    DONE: begin
        wdy_flag <= 1'b0;
        mst_rdy  <= 1'b0;
    end
    endcase
end
endmodule
==> /design/flow/run.sh <==
#!/bin/bash
# OpenROAD 26Q1-2900-gdf79404cd8, Yosys 0.63+post, stock flow scripts
make -C /OpenROAD-flow-scripts/flow DESIGN_CONFIG=/design/flow/config.mk WORK_HOME=/design/flow/orfs finish
==> /design/flow/config.mk <==
export PLATFORM = sky130hd
export DESIGN_NAME = iic_mst_ctrl
export DESIGN_NICKNAME = iic_mst_ctrl
export VERILOG_FILES = /design/flow/design.v
export SDC_FILE = /design/flow/constraint.sdc
export NUM_CORES = 4
export LEC_CHECK = 1
export CORE_UTILIZATION = 40
==> /design/flow/constraint.sdc <==
current_design iic_mst_ctrl

set clk_period 2.1
set clk_io_pct 0.2

create_clock -name clk0 -period $clk_period [get_ports {clk}]

set non_clock_inputs [all_inputs -no_clocks]
set_input_delay [expr $clk_period * $clk_io_pct] -clock clk0 $non_clock_inputs
set_output_delay [expr $clk_period * $clk_io_pct] -clock clk0 [all_outputs]
==> Slide: Implementation Results <==
Run Summary

Critical path
  • Worst r2r dst: rw_cnt[2]
  • Worst Path Arrival: ~1900 ps
  • Worst reg2reg path depth: 5
  • Reg2reg start: rw_cnt[0]
  • Kind of critical path: flop to flop
  • Startpoint Class: flop
  • Setup crit start: rw_cnt[0]
  • Nature of the critical path endpoint: flop
  • Worst endpoint required time: between 2000 and 2500 ps
  • Worst Setup EP: rw_cnt[2]
  • Critical path peak fanout: 5
  • R2r setup slk: roughly 180 ps

Routing
  • Via count: ~1,400
  • Number of remaining DRC errors: 0
  • Number of DRC markers in iteration 0: roughly 64
  • 1st-pass router iterations: 6
  • Drt total wl: ~4000 microns
  • Number of routed nets with antenna violations: 0
  • Vias per cell: roughly 5
  • WL per Instance: between 10 and 15 microns
  • Ant diodes: 0

Clock tree
  • H-tree levels: 2
  • Worst-skew pair later-pin latency: ~280 ps
  • CTS Sinks: roughly 40
  • CTS tree: yes
  • Clock transition at path regs: around 70 ps
  • Maximum clock path buffer count: 2
  • Root Buffer: clkbuf_8
  • Post CTS Setup Buffer Count: 0
  • Resize count post-CTS: 0
  • Num CTS Buffers: 5
  • Hold-fix buffers at CTS: 0

Die
  • Core Util at FP: 0.416
  • DIE WIDTH: approximately 70 microns
  • Die Ht: about 70 microns
  • Io pins: 67
  • Core box area: 4320 sq um
  • Chip area: 4770 sq um
  • Rows: 24

Placement
  • IO buf count: 65
  • DP Cell Count: 267
  • Setup slack at placement: roughly 180 ps
  • HPWL Detailed: 2920 microns
  • Global placer's final weighted congestion: between 0.8 and 0.9

Global route
  • First-pass GRT wire length: between 7000 and 8000 microns
  • Initial antenna violation count: 0
  • Largest net degree at the start of global routing: 26
  • Grt total ovfl: 0
  • Vias in the first global route: around 1,500
  • GRT Total Usage: 0.195

Power and ir drop
  • Cell Pwr Density: about 1400 nW/um^2
  • Worst VDD drop: roughly 0.00067 V
  • P_leak: around 1.1 nW

Yosys
  • Max-area cell share: 0.484
  • Post-Syn Instances: 152
  • Area leader, netlist: edfxtp_1
  • Post-synth seq share: 0.629
  • Main flop type after synthesis: edfxtp_1
  • Syn_area_per_cell: around 12 sq um
  • Yosys stat cell total: 152
  • Ys flops: approximately 40
  • Most frequent cell after synthesis: edfxtp_1
  • Mapped cell area: approximately 1800 sq um
  • EDFF count, synth: 29
  • Most instantiated cells after synthesis: edfxtp_1, inv_1, nand2_1
  • YS chip area: about 1800 sq um
  • Synth warn: 1
  • Synth async-reset ratio: 0.200
  • Library cells used by synthesis: 37
  • Post-synth area hogs: edfxtp_1, dfrtp_1, a222oi_1

Timing
  • Final min period: a little under 2000 ps
  • Setup violators final: 0
  • Clk_skew: 4.05 ps
  • Cycle use final: 0.915
  • F_max: about 520 MHz
  • Fin. max-slew vios: 0
  • TNS Setup: 0 ps
  • Worst Tran Pin Value: between 700 and 800 ps
  • Final hold vios: 0
  • Relative slew slack: 0.526
  • Unrepaired setup endpoints after global routing: no
  • Final setup margin: between 150 and 200 ps

Min path
  • HP Class: input port to asynchronous set/reset pin

Run status
  • Status: finished, final reports clean

Job
  • Maxcap violations: 0
  • Tool Warnings: 26

Cells and area
  • Final std cells w/o fill: ~280
  • Share of layout cells above drive strength 1: 0.0673
  • Layout area overhead: 45.2%
where the power goes:
part	switching (mW)	internal [mW]	total, mW	leakage [nW]
registers	0.260	1.43	1.69	0.408
clock network	0.238	0.268	0.506	0.0455
logic	0.679	0.809	1.49	0.598
worst max-delay path: stages, from the launching register on:
cell and delay, ps:
edfxtp_1 420, inv_1 80, ha_1 200, or4b_4 510, nand3_1 100, o21ai_0 270
final cells by class:
cell class | instances | area, sq um
fill | 354 | 1710
multi-input combinational | 89 | 577
clock buffer | 8 | 90.1
inverter | 16 | 60.1
sequential | 40 | 1130
tap | 52 | 65.1
timing repair buffer | 70 | 688
worst min-delay path by stage:
stage         slack (ps)        to  cells after the start  start
CTS                  410  state[2]                      1   rstn
global route         430  state[6]                      1   rstn
finish               410  state[6]                      1   rstn
sequential cells by signal, summed over array words and instances, names as in the netlist:
| signal | cells |
|---|---|
| rw_done | 1 |
| state | 8 |
| wdy_flag_dy1 | 1 |
| re_start_flag | 1 |
| IIC_continue_flag | 1 |
| IIC_wdata | 8 |
| rw_flag | 1 |
| IIC_start | 1 |
| rw_cnt | 5 |
| reg_addr_done | 1 |
| mst_rdy | 1 |
| mst_trans_done | 1 |
| mst_rdata | 8 |
| wdy_flag | 1 |
| mst_trans_err | 1 |
cell usage in the layout, fill, tap and decap left out:
| cell | Yosys | routed |
|---|---|---|
| nand2_1 | 11 | 11 |
| nor3_1 | 2 | 2 |
| nor3_2 | 1 | 1 |
| clkbuf_1 | 4 | 2 |
| nand3_1 | 4 | 4 |
| nand2b_1 | 2 | 2 |
| nor2_1 | 9 | 9 |
| clkdlybuf4s50_1 | 0 | 65 |
| a21oi_1 | 5 | 5 |
| or2_2 | 1 | 1 |
| nor2b_1 | 4 | 4 |
| o221ai_1 | 2 | 2 |
| and2_1 | 9 | 9 |
| a22o_1 | 3 | 3 |
| o21ai_0 | 9 | 9 |
| o31ai_1 | 1 | 1 |
| buf_4 | 0 | 5 |
| o211ai_1 | 1 | 1 |
| ha_1 | 1 | 1 |
| dfrtp_1 | 7 | 7 |
| dfstp_2 | 1 | 1 |
| and4b_1 | 1 | 1 |
| xnor2_1 | 1 | 1 |
| clkbuf_8 | 0 | 6 |
| o2bb2ai_1 | 1 | 1 |
| inv_1 | 16 | 16 |
| dfxtp_1 | 3 | 3 |
| or4b_4 | 1 | 1 |
| a31oi_1 | 1 | 1 |
| a21o_1 | 1 | 1 |
| a22oi_1 | 2 | 2 |
| mux2i_1 | 4 | 4 |
| xor2_1 | 1 | 1 |
| o21a_1 | 1 | 1 |
| o211a_1 | 1 | 1 |
| nor4_1 | 1 | 1 |
| and2b_1 | 1 | 1 |
| a222oi_1 | 7 | 7 |
| edfxtp_1 | 29 | 29 |
cells by family (layout without fill, tap and decap cells):
family,count (synthesis),count (layout),share of synthesized area
compound gates,35,35,0.141
fa+ha+maj,1,1,0.00695
buf+inv,23,94,0.0501
flops,40,40,0.629
xor+xnor,2,2,0.00974
simple gates,47,47,0.140
mux,4,4,0.0223
per-stage QoR:
| stage | instance area, sq um | hold slack [ps] | power, mW | util |
|---|---|---|---|---|
| floorplan | 1800 | 124 | 2.43 | - |
| global placement | 2520 | 486 | 3.17 | 0.583 |
| detailed placement | 2520 | 490 | 3.22 | 0.583 |
| CTS | 2610 | 409 | 3.74 | 0.604 |
| global route | 2610 | 427 | 3.99 | 0.604 |
| finish | 2610 | 412 | 3.68 | 0.604 |
routing by layer:
layer,vias up,track usage,routed length (microns)
met2,51,0.307,1830
met4,0,0.0181,49
li1,695,-,-
met3,5,0.0504,297
met1,650,0.305,1820
met5,-,0,0
Power and IR drop assume default switching activity.
